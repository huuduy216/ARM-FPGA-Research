$ cat /design/flow/config.mk
export PLATFORM = sky130hd
export DESIGN_NAME = decoder
export DESIGN_NICKNAME = decoder
export VERILOG_FILES = /design/flow/design.v
export SDC_FILE = /design/flow/constraint.sdc
export NUM_CORES = 4
export LEC_CHECK = 1
export CORE_AREA = 10 10 105 105
export DIE_AREA = 0 0 115 115
$ cat /design/flow/constraint.sdc
current_design decoder

set clk_period 3.8
set clk_io_pct 0.2

create_clock -name clk0 -period $clk_period

set non_clock_inputs [all_inputs -no_clocks]
set_input_delay [expr $clk_period * $clk_io_pct] -clock clk0 $non_clock_inputs
set_output_delay [expr $clk_period * $clk_io_pct] -clock clk0 [all_outputs]
$ cat /design/flow/design.v
module decoder(inst,opcode,segA,segB,segC,branchTarget);
	input [31:0]inst; 
	output reg [10:0]opcode; 
	output reg [9:0]segA; 
	output reg [4:0]segB; 
	output reg [9:0]segC; 
	output reg [25:0]branchTarget; 
	always@ (inst) begin
	if(inst[31:21] == 11'b11111000000)  
	begin
		opcode = inst[31:21];  
		segA = inst[4:0];  
		segB = inst[9:5];  
		segC = inst[20:12];  
	end
	else if(inst[31:21] == 11'b11111000010)  
	begin
		opcode = inst[31:21];
		segA = inst[4:0];  
		segB = inst[9:5];  
		segC = inst[20:12];  
	end
	else if(inst[31:22] == 10'b1101000100)  
	begin
		opcode[10] = 0;
		opcode[9:0] = inst[31:22];
		segA = inst[4:0];  
		segB = inst[9:5];  
		segC = inst[21:10];  
	end
	else if(inst[31:21] == 11'b11001011000)  
	begin
		opcode = inst[31:21];
		segA = inst[4:0];  
		segB = inst[9:5];  
		segC = inst[20:16];  
	end
	else if(inst[31:21] == 11'b10101010000)  
	begin
		opcode = inst[31:21];
		segA = inst[4:0];  
		segB = inst[9:5];  
		segC = inst[20:16];  
	end
	else if(inst[31:24] == 11'b00010110101)  
	begin
		opcode[10:8] = 3'b0; 
		opcode[7:0] = inst[31:24];
		segA = inst[4:0];  
		branchTarget = inst[23:5];  
	end
	else if(inst[31:24] == 8'b10110100)  
	begin
		opcode[10:8] = inst[31:24];
		segA = inst[4:0];  
		branchTarget = inst[23:5];  
	end
	else if(inst[31:22] == 10'b1001000100)  
	begin
		opcode[10] = 0;
		opcode[9:0] = inst[31:22];
		segA = inst[4:0];  
		segB = inst[9:5];  
		segC = inst[21:10];  
	end
	else if(inst[31:21] == 11'b10001011000)  
	begin
		opcode = inst[31:21];
		segA = inst[4:0];  
		segB = inst[9:5];  
		segC = inst[20:16];  
	end
	else if(inst[31:21] == 11'b10001010000)  
	begin
		opcode = inst[31:21];
		segA = inst[4:0];  
		segB = inst[9:5];  
		segC = inst[20:16];  
	end
	else if(inst[31:26] == 6'b000101)  
	begin
		opcode[10:6] = 5'b0; 
		opcode[5:0] = inst[31:26];
		branchTarget = inst[25:0];  
	end
	else  
	begin
		opcode = 11'b0;
		segA = 0;
		segB = 0;
		segC = 0;
		branchTarget = 0;
	end
	end
endmodule
$ cat /design/flow/run.sh
#!/bin/bash
# OpenROAD 26Q1-2900-gdf79404cd8, Yosys 0.63+post, stock flow scripts
make -C /OpenROAD-flow-scripts/flow DESIGN_CONFIG=/design/flow/config.mk WORK_HOME=/design/flow/orfs finish
==> flow_summary.rst <==
Run summary
-----------

.. list-table::
   :header-rows: 1

   * - Metric
     - Value
   * - Number of non-filler instances in the completed layout
     - 364
   * - Number of gates given a new drive strength after cts
     - 0
   * - Crit path to
     - opcode[9]
   * - Final period utilization
     - 93.6%
   * - Post-synth top area cell
     - sky130_fd_sc_hd__dlxtn_1
   * - Slew Limit Headroom
     - 52.7%
   * - Post-synthesis chip area from yosys
     - 1630 um2
   * - Initial antenna violation count
     - 0
   * - Post-detailed-route wirelength per cell
     - 17.1 um
   * - Netlist area before placement
     - 1630 um2
   * - DRT Pass-1 Iters
     - 4
   * - Worst hold path class
     - in2out
   * - Min Tclk post-route
     - 3560 ps
   * - First DRT Iteration DRCs
     - 94
   * - Port Buffer Count
     - 89
   * - Instance area at placement
     - 2650 um2
   * - Proportion of layout cells with a drive suffix above 1
     - 8.20%
   * - I/O Pins
     - 94
   * - Netlist cell types
     - 33
   * - Diode count
     - 0
   * - Synthesized area per cell
     - 9.56 um2
   * - Synthesized netlist cell count
     - 170
   * - Setup violators final
     - 0
   * - Beginning of the critical path
     - inst[24]
   * - Number of unconstrained endpoints
     - 108
   * - Final setup TNS
     - 0 ps
   * - Signal arrival time at the worst endpoint
     - 2800 ps
   * - Cell total in the yosys stat output
     - 170
   * - First-pass GRT wire length
     - 9520 um
   * - Register pins left without a clock
     - 54
   * - Flops after synth
     - 54
   * - Area of the core
     - 8760 um2
   * - Worst setup slack after placement
     - 229 ps
   * - Vias per std cell
     - 4.24
   * - Maximum number of pins on one net before global-route repair
     - 27
   * - Detail Placement HPWL
     - 4910 um
   * - Final WS setup
     - 245 ps
   * - Startpoint of the tightest hold check path
     - inst[29]
   * - Startpoint type of the worst setup path
     - primary input
   * - Syn. warnings
     - 1
   * - Final WL
     - 6230 um
   * - Overflow after GRT
     - 0
   * - Top area cell types
     - sky130_fd_sc_hd__dlxtn_1, sky130_fd_sc_hd__a22o_1, sky130_fd_sc_hd__and2_1, sky130_fd_sc_hd__nand2_1, sky130_fd_sc_hd__a22oi_1
   * - Pre-placement core utilization
     - 18.5%
   * - Area delta synth->final
     - 63.1%
   * - Highest fanout seen on the critical path
     - 10
   * - Result of the run
     - finished clean
   * - CTS Hold Bufs
     - 0
   * - Final estimated routing congestion in global placement
     - 0.798
   * - Cell area power density
     - 29.5 nW/um2
   * - Data required time of the worst path
     - 3040 ps
   * - Max-cap violation count
     - 0
   * - Unrepaired setup endpoints after global routing
     - false
   * - Buffer count from post-CTS setup fixing
     - 0
   * - Chip Footprint
     - 13200 um2
   * - Critical Path Sink Type
     - primary output
   * - Total via count after detailed routing
     - 1545
   * - Post-Place Cells
     - 364
   * - Measured slew at the worst slew-check pin
     - 704 ps
   * - Hold-critical path depth
     - 3
   * - Post-route DRC violation count
     - 0
   * - Antenna Violating Nets Remaining
     - 0
   * - GRT Resource Usage Total
     - 8.90%
   * - Static leakage
     - 1.11 nW
   * - Overall die height
     - 115 um
   * - Final Max-Slew Violation Tally
     - 0
   * - Setup CP Type
     - in2out
   * - FILL cells
     - 926
   * - Vias in the first global route
     - 1606
   * - Highest achievable clock rate
     - 281 MHz
   * - OpenROAD warning count
     - 32
   * - Fin area
     - 2650 um2
   * - Horizontal die size
     - 115 um
   * - Proportion of netlist area held by the largest area contributor
     - 49.9%
   * - Core Rows
     - 34
   * - IR drop worst, VDD
     - 0.0249 mV
   * - Number of failing hold endpoints at the final stage
     - 0
## worst min path at each step
stage / end
after CTS: opcode[8]
after global routing: opcode[8]
final: opcode[8]
## state kept, by name, indices dropped and copies added (netlist names)
name / flops
opcode: 8
segA: 5
segC: 10
segB: 5
branchTarget: 26
## where the power goes
group | leakage (nW) | switching, mW | internal [mW]
logic | 0.695 | 0.0344 | 0.0395
registers | 0.412 | 0.0000957 | 0.00418
clock network | 0 | 0 | 0
## layer usage
metal  wire, um  vias to the layer above  global-route usage [%]
met3        439                        0                    1.90
met2       2890                       47                    14.6
met1       2900                      737                    12.6
li1           -                      761                       -
met4          0                        0                       0
met5          0                        -                       0
## placed cells by master (no fill, tap or decap), types with 2 or more instances in the layout
cell                               n
sky130_fd_sc_hd__clkdlybuf4s50_1  89
sky130_fd_sc_hd__dlxtn_1          54
sky130_fd_sc_hd__a22o_1           23
sky130_fd_sc_hd__nand2_1          16
sky130_fd_sc_hd__and2_1           14
sky130_fd_sc_hd__buf_4             7
sky130_fd_sc_hd__a22oi_1           6
sky130_fd_sc_hd__inv_1             5
sky130_fd_sc_hd__a21boi_0          5
sky130_fd_sc_hd__conb_1            5
sky130_fd_sc_hd__nand2b_1          3
sky130_fd_sc_hd__nor4_2            2
sky130_fd_sc_hd__nor4_4            2
sky130_fd_sc_hd__nand4bb_1         2
sky130_fd_sc_hd__a21o_1            2
sky130_fd_sc_hd__or2_2             2
sky130_fd_sc_hd__nor2_1            2
sky130_fd_sc_hd__o21ai_0           2
sky130_fd_sc_hd__or3_2             2
## synthesized netlist by cell type
library cell	n
sky130_fd_sc_hd__or4b_2	1
sky130_fd_sc_hd__clkbuf_1	7
sky130_fd_sc_hd__dlxtn_1	54
sky130_fd_sc_hd__or3_4	1
sky130_fd_sc_hd__nand2b_1	3
sky130_fd_sc_hd__nor4b_4	1
sky130_fd_sc_hd__a22oi_1	6
sky130_fd_sc_hd__nor4_2	2
sky130_fd_sc_hd__and2_1	14
sky130_fd_sc_hd__or4b_4	1
sky130_fd_sc_hd__buf_6	1
sky130_fd_sc_hd__inv_1	5
sky130_fd_sc_hd__or2_2	2
sky130_fd_sc_hd__buf_4	6
sky130_fd_sc_hd__a21o_1	2
sky130_fd_sc_hd__nand2_1	16
sky130_fd_sc_hd__nor2b_1	1
sky130_fd_sc_hd__or3_2	2
sky130_fd_sc_hd__a21boi_0	5
sky130_fd_sc_hd__nor2_1	2
sky130_fd_sc_hd__nor4_4	1
sky130_fd_sc_hd__a32o_1	1
sky130_fd_sc_hd__nand4bb_1	2
sky130_fd_sc_hd__a21oi_1	1
sky130_fd_sc_hd__or3_1	1
sky130_fd_sc_hd__o21ai_0	2
sky130_fd_sc_hd__a22o_1	23
sky130_fd_sc_hd__nor4_1	2
sky130_fd_sc_hd__and2_2	1
sky130_fd_sc_hd__conb_1	1
sky130_fd_sc_hd__o32ai_1	1
sky130_fd_sc_hd__nor3_2	1
sky130_fd_sc_hd__nor3_1	1
## cell type report
type,instances,area (um2),share of cell area [%]
Timing Repair Buffer,96,943,35.6
Sequential cell,54,811,30.6
Multi-Input combinational cell,101,743,28.0
Tap cell,108,135,5.10
Inverter,5,18.8,0.708
## per-stage QoR
step | hold WS (ps) | total power, mW | utilization (%)
after CTS | 2800 | 0.0793 | 30.3
after global routing | 2840 | 0.0842 | 30.3
after global placement | 2800 | 0.0787 | 30.3
after detailed placement | 2800 | 0.0790 | 30.3
after floorplan | 1630 | 0.0262 | -
final | 2800 | 0.0781 | 30.3
## critical path: stages
cell and delay (ps):
sky130_fd_sc_hd__clkdlybuf4s50_1 720, sky130_fd_sc_hd__nand2b_1 180, sky130_fd_sc_hd__o32ai_1 390, sky130_fd_sc_hd__a22oi_1 200
sky130_fd_sc_hd__inv_1 80, sky130_fd_sc_hd__clkdlybuf4s50_1 470
## cell families after synthesis
family	after synthesis	synth area share [%]
buf+inv	19	6.24
latches	54	49.9
compound gates	41	20.5
other cells	1	0.231
simple gates	55	23.2
Power is estimated from default activity; no workload was simulated.
