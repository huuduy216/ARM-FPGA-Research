==> /design/flow/design.v <==
module registers(readRegister1,readRegister2,regWrite,writeRegister,writeData,readData1,readData2,regLED1,regLED2,regLED3,regLED4);
	input [4:0]readRegister1; 
	input [31:0]readRegister2;
	input regWrite;
	input [4:0]writeRegister; 
	input [32-1:0]writeData;
	output [32-1:0]readData1;
	output [32-1:0]readData2;
	output reg regLED1;
	output reg regLED2;
	output reg regLED3;
	output reg regLED4;
	reg [32-1:0]readData1;
	reg [32-1:0]readData2;
	reg [32-1:0]register[31:0]; 
	always @ (readRegister1 or readRegister2 or regWrite or writeRegister or writeData) 
	begin
		register[32 - 1] = 0; 
		readData1 = register[readRegister1]; 
		readData2 = register[readRegister2];
		if (regWrite == 1)
			register[writeRegister] = writeData; 
		regLED1 = ~writeData[0];
		regLED2 = ~writeData[1];
		regLED3 = ~writeData[2];
		regLED4 = ~writeData[3];
	end
endmodule
==> /design/flow/run.sh <==
#!/bin/bash
# OpenROAD 26Q1-2900-gdf79404cd8, Yosys 0.63+post, stock flow scripts
make -C /OpenROAD-flow-scripts/flow DESIGN_CONFIG=/design/flow/config.mk WORK_HOME=/design/flow/orfs finish
==> /design/flow/config.mk <==
export PLATFORM = sky130hd
export DESIGN_NAME = registers
export DESIGN_NICKNAME = registers
export VERILOG_FILES = /design/flow/design.v
export SDC_FILE = /design/flow/constraint.sdc
export NUM_CORES = 4
export LEC_CHECK = 1
export CORE_UTILIZATION = 40
==> /design/flow/constraint.sdc <==
current_design registers

set clk_period 11.1
set clk_io_pct 0.2

create_clock -name clk0 -period $clk_period

set non_clock_inputs [all_inputs -no_clocks]
set_input_delay [expr $clk_period * $clk_io_pct] -clock clk0 $non_clock_inputs
set_output_delay [expr $clk_period * $clk_io_pct] -clock clk0 [all_outputs]
==> impl_metrics.yaml <==
# synthesis and place-and-route metrics
run_status:
  outcome: "complete, no violations"
synth:
  ys.flops: 992
  syn-mean-instance-area_sq_um: 9.11
  asyncSetResetFlopFracSynth_pct: 0
  synthTopCellsByArea: "sky130_fd_sc_hd__dlxtn_1 55%, sky130_fd_sc_hd__a22oi_1 22%, sky130_fd_sc_hd__nand2_1 2.8%"
  yosys.area.top_type: "sky130_fd_sc_hd__dlxtn_1"
  top_area_share_pct: 54.6
  enable_flop_cells: 0
  yosys-stat-area_sq_um: 27300
  post_synthesis_instance_area_sq_um: 27300
  syn-instance-count: 2995
  ys.warnings.count: 2
  yosysUniqueCellTypes: 59
  flop_cell: "sky130_fd_sc_hd__dlxtn_1"
  yosys-stat-cells: 2995
die:
  floorplan.initialDensity_pct: 40.5
  fp-row-count: 95
  io_pins: 143
  width_of_the_chip_um: 263
  core_area_sq_um: 67400
  die_area_sq_um: 69300
  fp.dieH_um: 263
power:
  internal_power_w: 0.000450
  total_switching_power_w: 0.000443
  vdd_ir_drop_max_v: 0.0000198
  leak_pwr_nw: 12.8
  power-per-cell-area_nw_per_um2: 29.7
  design_power_total_w: 0.000892
  power.switching_fraction_pct: 49.6
placement:
  gp_routability_congestion: 1.04
  placedInstanceArea_sq_um: 30000
  numPortBuffers: 116
  dp_slack_ns: 2.38
  hpwlAfterDp_um: 93600
detailed_routing:
  drt-total-wl_um: 171000
  dr.pass1.iters: 9
  dr_vias_cell: 7.74
  ant_nets: 0
  routed-via-count: 30100
  drtIter0Drc: 4614
  drc_violations: 0
  route.detailed.wl_per_inst_um: 44.0
sta:
  hold_ws_ns: 5.35
  post-route-worst-setup-slack_ns: 1.83
  timing.fmax_mhz: 108
  fin_crit_sh_pct: 83.5
  timing.final.setup_violations: 0
  slew_headroom_pct: 10.5
  layout_min_cycle_time_ns: 9.27
  max_slew.worst_pin.slew_ns: 1.33
  hold_viol: 0
  unrepaired_setup_endpoints_after_global_routing: "no"
  final_layout_setup_total_negative_slack_ns: 0
  unclocked_regs: 992
  timing.final.max_slew_violations: 0
  unconstrained_endpoints: 992
worst_hold_path:
  holdCritStartpoint: "writeData[3]"
  path_type_of_the_worst_min_delay_path: "input port to primary output"
worst_setup_path:
  cp.required_ns: 8.88
  endpoint_kind: "primary output"
  arrival_ns: 7.05
  worstSetupStartpoint: "readRegister2[2]"
  critPathMaxFanout: 23
  start_kind: "input port"
  criticalPathCategory: "input port to primary output"
cells_and_area:
  syn_to_final_growth_pct: 10.1
  largest_register_ff_count: 992
  n_fill_cell: 6370
  multi_input_comb_area_sq_um: 11900
  layout-drive-gt1-share_pct: 7.86
  cell_area_after_layout_sq_um: 30000
  area.sequential_sq_um: 14900
global_routing:
  first_pass_grt_wire_length_um: 231000
  pin_count_of_the_biggest_net_entering_global_routing: 40
  grtUsageMet1_pct: 60.0
  grt_antenna_before_repair: 16
  grt_most_used_layer: "met2"
  grt_util_met3_pct: 32.9
  track_usage_pct: 50.0
  gr-total-overflow: 0
  first_global_vias: 29200
  met2_usage_pct: 65.9
cts:
  cts_post_setup_buffers_inserted: 0
  post_cts.resized_instances: 0
  ctsHoldBuffers: 0
job:
  drv.max_cap_violation_count: 0
  log.warning_count: 59
==> cells in the mapped netlist, types with 3 or more instances <==
library cell	count
sky130_fd_sc_hd__nand2b_1	8
sky130_fd_sc_hd__o211ai_1	6
sky130_fd_sc_hd__nor2b_1	18
sky130_fd_sc_hd__a2111oi_0	3
sky130_fd_sc_hd__nor3b_1	3
sky130_fd_sc_hd__a22o_1	16
sky130_fd_sc_hd__inv_1	6
sky130_fd_sc_hd__nand3b_1	8
sky130_fd_sc_hd__and3_1	9
sky130_fd_sc_hd__a22oi_1	811
sky130_fd_sc_hd__nand4_1	114
sky130_fd_sc_hd__mux2i_1	11
sky130_fd_sc_hd__a32oi_1	5
sky130_fd_sc_hd__a31oi_1	10
sky130_fd_sc_hd__dlxtn_1	992
sky130_fd_sc_hd__buf_2	123
sky130_fd_sc_hd__buf_1	16
sky130_fd_sc_hd__a221oi_1	18
sky130_fd_sc_hd__a2bb2oi_1	3
sky130_fd_sc_hd__o21ai_0	12
sky130_fd_sc_hd__a211oi_1	5
sky130_fd_sc_hd__nor3_2	5
sky130_fd_sc_hd__o32a_1	13
sky130_fd_sc_hd__and4_1	5
sky130_fd_sc_hd__nor3_1	64
sky130_fd_sc_hd__or3b_1	3
sky130_fd_sc_hd__clkbuf_1	79
sky130_fd_sc_hd__nand3_1	67
sky130_fd_sc_hd__nor4_1	15
sky130_fd_sc_hd__nor2_1	157
sky130_fd_sc_hd__nand2_1	206
sky130_fd_sc_hd__o22ai_1	6
sky130_fd_sc_hd__buf_4	10
sky130_fd_sc_hd__a222oi_1	33
sky130_fd_sc_hd__a21oi_1	95
sky130_fd_sc_hd__or3_1	11
==> area by class of cell <==
cell class,instances,share of cell area (%)
Multi-Input combinational cell,1769,39.5
Timing Repair Buffer,249,7.16
Antenna cell,6,0.0500
Sequential cell,992,49.6
Tap cell,873,3.64
Inverter,6,0.0750
==> placed cells by master (no fill, tap or decap), types with 3 or more instances in the layout <==
cell | netlist | routed
sky130_fd_sc_hd__a2111oi_0 | 3 | 3
sky130_fd_sc_hd__nand2_1 | 206 | 181
sky130_fd_sc_hd__nand3_1 | 67 | 60
sky130_fd_sc_hd__nor4_1 | 15 | 15
sky130_fd_sc_hd__a22o_1 | 16 | 16
sky130_fd_sc_hd__nand2_2 | 1 | 26
sky130_fd_sc_hd__a22oi_1 | 811 | 811
sky130_fd_sc_hd__nand3_2 | 0 | 7
sky130_fd_sc_hd__nor2b_1 | 18 | 18
sky130_fd_sc_hd__nand3b_1 | 8 | 8
sky130_fd_sc_hd__diode_2 | 0 | 6
sky130_fd_sc_hd__mux2i_1 | 11 | 11
sky130_fd_sc_hd__dlxtn_1 | 992 | 992
sky130_fd_sc_hd__o211ai_1 | 6 | 6
sky130_fd_sc_hd__a2bb2oi_1 | 3 | 3
sky130_fd_sc_hd__nor2_4 | 0 | 48
sky130_fd_sc_hd__clkdlybuf4s50_1 | 0 | 114
sky130_fd_sc_hd__a211oi_1 | 5 | 5
sky130_fd_sc_hd__a32oi_1 | 5 | 5
sky130_fd_sc_hd__buf_4 | 10 | 133
sky130_fd_sc_hd__o21ai_0 | 12 | 12
sky130_fd_sc_hd__or3b_1 | 3 | 3
sky130_fd_sc_hd__nor2_1 | 157 | 109
sky130_fd_sc_hd__or3_1 | 11 | 11
sky130_fd_sc_hd__nand2b_1 | 8 | 7
sky130_fd_sc_hd__o32a_1 | 13 | 13
sky130_fd_sc_hd__inv_1 | 6 | 6
sky130_fd_sc_hd__o22ai_1 | 6 | 6
sky130_fd_sc_hd__a21oi_1 | 95 | 95
sky130_fd_sc_hd__nor3_2 | 5 | 4
sky130_fd_sc_hd__a221oi_1 | 18 | 18
sky130_fd_sc_hd__and3_1 | 9 | 9
sky130_fd_sc_hd__nand4_1 | 114 | 114
sky130_fd_sc_hd__and4_1 | 5 | 5
sky130_fd_sc_hd__a31oi_1 | 10 | 10
sky130_fd_sc_hd__nor3_4 | 0 | 5
sky130_fd_sc_hd__a222oi_1 | 33 | 33
sky130_fd_sc_hd__nor3_1 | 64 | 60
==> cells by family (layout without fill, tap and decap cells) <==
kind of cell / count (synthesis) / count (layout) / synth area share, %
latches: 992 / 992 / 54.6
AND-OR/OR-AND: 1046 / 1046 / 28.4
other: 0 / 6 / 0
AND/OR/NAND/NOR: 711 / 711 / 12.7
multiplexers: 12 / 12 / 0.445
buffers and inverters: 234 / 255 / 3.92
==> metal layers <==
| layer | vias to the layer above | wire length (um) |
|---|---|---|
| li1 | 11500 | - |
| met1 | 14100 | 56900 |
| met2 | 3375 | 64900 |
| met3 | 1153 | 32900 |
| met4 | 17 | 16300 |
| met5 | - | 375 |
==> critical path: stages <==
cell and delay, ns:
sky130_fd_sc_hd__clkdlybuf4s50_1 0.98, sky130_fd_sc_hd__nand2b_1 0.62, sky130_fd_sc_hd__nor3_4 1.04, sky130_fd_sc_hd__buf_4 0.68, sky130_fd_sc_hd__a22oi_1 0.17, sky130_fd_sc_hd__nand2_1 0.11, sky130_fd_sc_hd__nor3_1 0.06, sky130_fd_sc_hd__a21oi_1 0.55
sky130_fd_sc_hd__clkdlybuf4s50_1 0.59
==> worst paths after layout <==
check       endpoint  slack, ns  depth (start not counted)
max    readData2[18]       1.83                          9
min          regLED4       5.35                          3
==> metrics by stage <==
step / util [%] / instances
floorplan: - / 2995
global placement: 44.6 / 3889
detailed placement: 44.6 / 3889
CTS: 44.6 / 3889
global route: 44.6 / 3890
finish: 44.6 / 3895
Power and IR drop assume default switching activity.
